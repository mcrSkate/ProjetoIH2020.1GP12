`design/flow/design.v`:
```
module mult (
    input wire [31:0] regA_out,
    input wire [31:0] regB_out,
    input wire multControl,
    input wire clock,
    input wire reset,
    output reg [31:0] hi_entrance,
    output reg [31:0] lo_entrance
);
reg [64:0] A_aux = 65'd0;
reg [31:0] Negativ;
reg [64:0] ANeg;
reg [64:0] Produto;
integer counter = 32;
always @ (posedge clock) begin
    if(reset) begin
        hi_entrance = 32'd0;
        lo_entrance = 32'd0;
        A_aux = 65'd0;
        Negativ = 32'd0;
        ANeg = 32'd0;
        Produto = 32'd0;
    end
    if(multControl) begin
        counter = 32;
        Negativ = ~regA_out+ 1;
        A_aux = {regA_out[31:0], 33'd0};
        ANeg = {Negativ[31:0], 33'd0};
        Produto = {32'd0, regB_out[31:0], 1'b0};
    end
    case(Produto[1:0])
        2'b01: begin
         Produto = Produto + A_aux;
        end
        2'b10: begin
         Produto = Produto + ANeg;
        end
    endcase
    Produto = Produto >> 1;
    if (Produto[63] == 1'b1) begin
        Produto[64] = 1'b1;
    end
    if(counter > 0) begin
        counter = counter - 1;
    end
    if(counter == 0) begin
        hi_entrance = Produto[64:33];
        lo_entrance = Produto[32:1];
        counter = -1;
    end
    if(counter == -1) begin
        A_aux = 65'd0;
        ANeg = 65'd0;
        Produto = 65'd0;
        Negativ = 32'd0;
    end
end
endmodule
```
`design/flow/run.sh`:
```
#!/bin/bash
# OpenROAD 26Q1-2900-gdf79404cd8, Yosys 0.63+post, stock flow scripts
make -C /OpenROAD-flow-scripts/flow DESIGN_CONFIG=/design/flow/config.mk WORK_HOME=/design/flow/orfs finish
```
`design/flow/config.mk`:
```
export PLATFORM = sky130hd
export DESIGN_NAME = mult
export DESIGN_NICKNAME = mult
export VERILOG_FILES = /design/flow/design.v
export SDC_FILE = /design/flow/constraint.sdc
export NUM_CORES = 4
export LEC_CHECK = 1
export CORE_UTILIZATION = 30
```
`design/flow/constraint.sdc`:
```
current_design mult

set clk_period 49.7
set clk_io_pct 0.2

create_clock -name clk0 -period $clk_period [get_ports {clock}]

set non_clock_inputs [all_inputs -no_clocks]
set_input_delay [expr $clk_period * $clk_io_pct] -clock clk0 $non_clock_inputs
set_output_delay [expr $clk_period * $clk_io_pct] -clock clk0 [all_outputs]
```
==> impl_metrics.env <==
# physical design summary
export IMPL_status="complete, no violations"
export IMPL_gr_total_overflow=0
export IMPL_reg2reg_slack_ps=43830
export IMPL_insertion_delay_ps=550
export IMPL_cp_max_fo=44
export IMPL_antenna_cells=0
export IMPL_rr_startpoint="Produto[1]"
export IMPL_syn_to_final_growth_pct=17.8
export IMPL_layout_setup_ws_ps=33620
export IMPL_yosysWarnings=1
export IMPL_cts_sinks=289
export IMPL_fill_cells=5627
export IMPL_core_area_um2=55100
export IMPL_clockRootBuffer="clkbuf_16"
export IMPL_initial_core_util_pct=30.3
export IMPL_fin_area_um2=19700
export IMPL_clockPowerShare_pct=40.4
export IMPL_firstDrtPassIters=11
export IMPL_ys_types=76
export IMPL_numSynthFlops=289
export IMPL_grt_use_total_pct=17.3
export IMPL_post_cts_buffers=0
export IMPL_drc=0
export IMPL_p_comb_share_pct=17.8
export IMPL_fmax_mhz=62.2
export IMPL_maxSlewHeadroom_pct=29.7
export IMPL_skew_ps=25.4
export IMPL_hold_viol=0
export IMPL_reg2reg_to="hi_entrance[28]"
export IMPL_ys_seq_share_pct=38.4
export IMPL_grt_setup_unrepaired="false"
export IMPL_dp_cells=2752
export IMPL_drt_iter0_drc=1032
export IMPL_cts_htree_levels=2
export IMPL_finalCritPeriodShare_pct=32.3
export IMPL_cts_resized=0
export IMPL_rows=86
export IMPL_grt_pass1_wl_um=76400
export IMPL_final_min_clock_period_ps=16080
export IMPL_pre_cts_slack_ps=33070
export IMPL_hold_class="register to register"
export IMPL_crit_path_end_kind="register"
export IMPL_leakagePower_nw=7.57
export IMPL_layout_drive_gt1_share_pct=5.90
export IMPL_avgSynthCellArea_um2=8.39
export IMPL_openroad_warnings=25
export IMPL_netSwitchingFraction_pct=28.3
export IMPL_fin_tns_setup_ps=0
export IMPL_maxSlewViolCount=0
export IMPL_wl_per_cell_um=17.1
export IMPL_cts_tree="yes"
export IMPL_grt_max_degree=81
export IMPL_numPortBuffers=130
export IMPL_synthCells=1990
export IMPL_power_internal_uw=451
export IMPL_gp_congestion=0.892
export IMPL_vdd_ir_drop_max_uv=20.9
export IMPL_placed_area_um2=18500
export IMPL_tightest_slew_ps=1050
export IMPL_synth_edff_count=63
export IMPL_dieArea_um2=56600
export IMPL_antenna_found_initial=0
export IMPL_seqPwrFrac_pct=41.8
export IMPL_holdBufCountCts=0
export IMPL_max_cap_violations=0
export IMPL_viasPerCell=5.15
export IMPL_crit_arrival_ps=16460
export IMPL_die_width_um=238
export IMPL_clk_pin_slew_worst_paths_ps=60
export IMPL_netlist_area_um2=16700
export IMPL_cp_start_kind="primary input"
export IMPL_instances_no_fill=2815
export IMPL_endpoint="hi_entrance[28]"
export IMPL_p_sw_uw=178
export IMPL_ioPinCount=131
export IMPL_ys_cells=1990
export IMPL_critical_path_required_ps=50080
export IMPL_ys_area_um2=16700
export IMPL_wirelength_um=48200
export IMPL_first_global_vias=13700
export IMPL_numCtsBuffers=35
export IMPL_place_hpwl_um=34900
export IMPL_pwr_density_cell_nw_per_um2=31.9
export IMPL_finalPower_uw=628
export IMPL_cts_max_path_buffers=3
export IMPL_rr_worst_depth=16
export IMPL_worstSetupPathType="primary input to register"
export IMPL_async_reset_ff_share_pct=0
export IMPL_ant_nets=0
export IMPL_worstSetupStartpoint="multControl"
export IMPL_ff_type="dfxtp_1"
export IMPL_setup_viol=0
export IMPL_vias=14500
export IMPL_die_h_um=238
## metrics by stage
stage | utilization (%) | hold slack, ps
2_1_floorplan | - | 413
5_1_grt | 35.7 | 449
3_5_place_dp | 33.7 | 426
6_report | 35.7 | 432
4_1_cts | 35.7 | 434
3_3_place_gp | 33.7 | 422
## power groups by stage
stage | Sequential [mW] | Clock, mW | Combinational, mW
6_report | 0.263 | 0.254 | 0.112
5_1_grt | 0.264 | 0.270 | 0.123
4_1_cts | 0.263 | 0.261 | 0.111
## state kept, by name, indices dropped and copies added, names as in the netlist
register,count
lo_entrance,32
A_aux,65
counter,32
Produto,64
ANeg,65
hi_entrance,31
## metal layers
layer	GRT usage (%)	vias up	wire [um]
met3	2.79	56	2280
li1	-	7250	-
met4	3.19	0	952
met5	0	-	0
met1	27.1	6883	23900
met2	26.0	301	21100
## layout by cell type, fill, tap and decap left out, drive strengths merged, types with 54 or more instances in the layout
master	synthesis	final
nor2	305	305
clkdlybuf4s50	0	129
o21ai	83	83
ha	66	66
nor3	120	120
a21oi	114	114
mux2i	95	95
nand2	117	117
edfxtp	63	63
inv	87	89
dfxtp	226	226
xnor2	54	54
## critical path: stages
cell and delay, ps:
buf_4 200, buf_4 340, nor2_4 450, a22o_1 340
ha_4 580, buf_4 640, mux2i_1 260, nor2_1 90
fa_1 490, a211oi_1 390, o21a_1 200, a21oi_1 110
a311oi_1 650, o31ai_1 300, a31oi_1 520, o31ai_1 120
a211oi_1 280, mux2_2 380, nor3_1 120
## how the worst min path moves through the flow
stage         startpoint   endpoint  cells after the start
CTS            A_aux[10]  A_aux[10]                      2
global route    ANeg[11]   ANeg[11]                      2
finish          ANeg[11]   ANeg[11]                      2
## logic make-up (layout without fill, tap and decap cells)
| group | count (synthesis) | in the layout | synth area share (%) |
|---|---|---|---|
| xor+xnor | 84 | 84 | 4.40 |
| simple gates | 775 | 775 | 22.6 |
| compound gates | 452 | 452 | 18.0 |
| buf+inv | 223 | 300 | 5.47 |
| mux | 100 | 100 | 6.03 |
| fa+ha+maj | 67 | 67 | 5.06 |
| flops | 289 | 289 | 38.4 |
## cell type report
class	instances	area, um^2	area share (%)
inverters	88	330	1.68
clock inverters	14	108	0.547
repair buffers	149	1440	7.32
flip-flops and latches	289	6420	32.6
clock buffers	49	1030	5.25
multi-input cells	1478	9420	47.8
well taps	748	936	4.76
## synthesized netlist by cell type, types with 40 or more instances
cell type  number  area share (%)
a21o_1         40             1.8
a21oi_1       114             3.4
a22oi_1        52             2.3
clkbuf_1      100             2.2
dfxtp_1       226              27
edfxtp_1       63              11
ha_1           66             4.9
inv_1          87             2.0
mux2i_1        95             5.7
nand2_1       117             2.6
nor2_1        295             6.6
nor3_1        118             3.5
o21ai_0        83             2.5
xnor2_1        54             2.8
No activity file was given, so power comes from the tool's default toggle rates.
