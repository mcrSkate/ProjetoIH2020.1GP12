`/design/flow/run.sh`:
```
#!/bin/bash
# OpenROAD 26Q1-2900-gdf79404cd8, Yosys 0.63+post, stock flow scripts
make -C /OpenROAD-flow-scripts/flow DESIGN_CONFIG=/design/flow/config.mk WORK_HOME=/design/flow/orfs finish
```
`/design/flow/config.mk`:
```
export PLATFORM = sky130hd
export DESIGN_NAME = div
export DESIGN_NICKNAME = div
export VERILOG_FILES = /design/flow/design.v
export SDC_FILE = /design/flow/constraint.sdc
export NUM_CORES = 4
export LEC_CHECK = 1
export CORE_UTILIZATION = 30
```
`/design/flow/constraint.sdc`:
```
current_design div

set clk_period 38.3
set clk_io_pct 0.2

create_clock -name clk0 -period $clk_period [get_ports {clock}]

set non_clock_inputs [all_inputs -no_clocks]
set_input_delay [expr $clk_period * $clk_io_pct] -clock clk0 $non_clock_inputs
set_output_delay [expr $clk_period * $clk_io_pct] -clock clk0 [all_outputs]
```
`/design/flow/design.v`:
```
module div (
    input wire [31:0] regA_out,
    input wire [31:0] regB_out,
    input wire clock,
    input wire reset,
    input wire divControl,
    output reg zeroDiv,
    output reg [31:0] hi_entrance,
    output reg [31:0] lo_entrance
);
reg signed[63:0] Divisor;
reg signed[63:0] Resto;
reg signed[63:0] RestoAux;
reg signed[31:0] Quociente;
reg ativado;
integer Ciclos;
reg[31:0] aux;
reg[31:0] aux1;
initial begin
ativado = 1'b0;
Ciclos = 0;
end
always @(posedge clock) begin
        if (reset == 1) begin
                hi_entrance = 32'b0;
                lo_entrance = 32'b0;
                Resto = 64'b0;
                Divisor = 64'b0;
                Ciclos = 0;
                RestoAux = 64'b0;
                ativado = 1'b0;
                zeroDiv = 1'b0;
                end
        if (divControl == 1) begin
                zeroDiv = 0;
                Divisor = {regB_out,32'b0};
                Resto = {32'b0,regA_out};
                RestoAux = 64'b0;
                Quociente = 32'b0;
                ativado = 1'b1;
                if (regB_out[31] == 1'b1) begin
                        aux = ~regB_out + 1;
                        Divisor = {aux, 32'b0};
                        end
                if (regA_out[31] == 1'b1) begin
                        aux1 = ~regA_out + 1;
                        Resto = {32'b0,aux1};
                        end
                end
        if(ativado && regB_out == 32'b0) begin
                zeroDiv = 1'b1;
                hi_entrance = 32'b0;
                lo_entrance = 32'b0;
                end
        if (ativado == 1'b1 && zeroDiv == 1'b0) begin             
                if (Ciclos < 33) begin
                        RestoAux = ~Divisor + 1;
                        Ciclos = Ciclos + 1;
                        RestoAux = RestoAux + Resto;
                        case(RestoAux[63])
                                        1'b1: begin
                                                Quociente = Quociente <<< 1;                                             
                                                Divisor = Divisor >>> 1;
                                                Quociente[0] = 1'b0;
                                                end
                                        1'b0: begin
                                                Quociente = Quociente <<< 1;
                                                Resto = RestoAux;
                                                Divisor = Divisor >>> 1;
                                                Quociente[0] = 1'b1;
                                                end
                                endcase
                        end
                else begin                     
                        hi_entrance = Resto;
                        lo_entrance = Quociente;
                        ativado = 1'b0;
                        if (regA_out[31] == 1'b1 && regB_out[31] == 1'b1) begin
                                hi_entrance = ~hi_entrance + 1;
                                end
                        else if (regB_out[31] == 1'b1) begin
                                lo_entrance = ~lo_entrance+ 1;
                                end
                        else if (regA_out[31] == 1'b1) begin
                                hi_entrance = ~hi_entrance + 1;
                                lo_entrance= ~lo_entrance + 1;
                                end
                        end
                end
        end
endmodule
```
==> reports/metrics.yaml <==
status:
  status: "finished, final reports clean"
grt:
  grt_use_total: 0.170
  grt_pass1_vias: 14457
  grt_antenna_before_repair: 1
  grt_max_degree: 141
  globalRouteOverflowTotal: 0
  grt_pass1_wl_um: 77700
logic_synthesis:
  top_cell: "nand2_1"
  fa_ha_area_frac: 0.0483
  netlist_area_um2: 17000
  synth.avg_cell_area_um2: 7.64
  synth.distinct_cells: 98
  synth-edff-count: 0
  yosys_area_um2: 17000
  yosysWarnings: 1
  logic_family: "AND-OR/OR-AND gates"
  ys_cells: 2221
  ys_async_sr_fraction: 0
  flop_cell: "dfxtp_1"
  synth_cells: 2221
  xor_area_frac: 0.101
  top_cells_by_count: "nand2_1 (361), dfxtp_1 (258), o21ai_0 (202), a21oi_1 (154), nor2_1 (129)"
  netlist.top_cell.by_area: "dfxtp_1"
  aoi_share: 0.248
  topCellsByArea: "dfxtp_1 (30%), nand2_1 (8.0%), xnor2_1 (6.2%)"
  top_area_frac: 0.304
  postSynthRegisterBits: 258
  simple_gate_share: 0.229
  ys_seq_frac: 0.304
  mux_share: 0.0258
setup_path:
  worstPathRequired_ps: 38760
  path_cells: "clkdlybuf4s50_1 > or4_1 > nor4_4 > nand4_1 > or4_1 > o41ai_1 > xnor2_1 > a22oi_1 > inv_1 > ha_1 > nand2_1 > nor4_1 > o221ai_1 > and4_1 > o32ai_1 > o21ai_0 > nand3_1 > a211oi_1 > nor3_4 > buf_4 > mux2_1"
  crit_buf_inv: 3
  endpoint_kind: "register"
  slowest_stage: "or4_1"
  max_stage_delay_ps: 750
  crit_top_cell: "or4_1"
  crit_type: "primary input to register"
  critPathLaunchType: "primary input"
  path_max_fanout: 52
  critPathArrivalTime_ps: 14470
  crit_family: "simple AND/OR/NAND/NOR gates"
placed_design:
  post-place-ws_ps: 23740
  io_buffers: 131
  gp_congestion: 0.914
  placed_cells: 2986
  postPlaceCellArea_um2: 18900
  dpl.hpwl_um: 35000
power:
  power.leakage_nw: 7.54
  p_per_area_nw_per_um2: 35.5
  ir_worst_vdd_mv: 0.0435
  power_uw: 705
clock_tree:
  cts_tree: "yes"
  cts_setup_buffers: 0
  clock-sinks: 258
  clk_pin_slew_ps: 60
  clk_latency_ps: 580
  cts_made_buffers: 30
  root_buffer: "clkbuf_16"
  cts_max_path_buffers: 3
  ctsHoldBuffers: 0
  htree_levels: 1
  cts_resized: 0
sta:
  slew_headroom: 0.407
  setup_viol: 0
  tns_ps: 0
  fmax_ghz: 0.0714
  rsz0062_at_grt: "no"
  fin_crit_sh: 0.366
  final_max_slew_viol_count: 0
  hold_violations: 0
  worst_slew_pin_slew_ps: 882
  whs_ps: 453
  layout_min_cycle_time_ps: 14010
  setup_slack_ps: 24290
  fin_skew_ps: 34.8
final_layout:
  area_delta_synth_final_pct: 17.0
  seq_area_um2: 5160
  layout.cells.non_filler: 3040
  drive_gt1_frac: 0.0519
  logic_area_um2: 11100
  fillers: 5670
  final_util: 0.357
  final_area_um2: 19800
floorplan:
  core-area_um2: 55500
  die_w_um: 240
  die_h_um: 240
  floorplan.core_util: 0.306
  die-area_um2: 57500
  rows: 86
  ios: 132
routing:
  drtIter0Drc: 1276
  totalWireLength_um: 48300
  wire_per_inst_um: 15.9
  vias: 15814
  ant_nets: 0
  dr.pass1.iters: 5
  viasPerCell: 5.20
  drc: 0
job:
  cap_violations: 0
  warnings: 28
worst_hold_path:
  hold_path_class: "register to register"
per-layer routing:
metal	wire (um)	vias to the layer above	track usage
met5	0	-	0
met4	1210	0	0.0379
met3	2560	71	0.0241
met2	21000	389	0.259
met1	23600	7323	0.257
li1	-	8031	-
sequential cells by signal, summed over array words and instances, names as in the netlist:
name,flops
Divisor,64
Resto,64
Ciclos,32
Quociente,32
hi_entrance,32
lo_entrance,32
ativado,1
zeroDiv,1
logic make-up (layout without fill, tap and decap cells):
group,after synthesis,in the layout
adders and majority gates,66,66
DFF,258,258
muxes,43,43
and+or+nand+nor,815,815
xor gates and xnor gates,195,195
buffers and inverters,191,261
AOI/OAI and AO/OA,653,653
other,0,1
worst register-to-register path: stages (launching register included):
cell and delay, ps:
dfxtp_1 300, a22oi_1 480, inv_1 100, ha_1 370, a211o_1 300, o211ai_1 170
a21bo_2 210, a31oi_1 90, a2111o_1 470, or2_1 270, a21oi_1 240, o31a_2 280
o31ai_4 130, a311oi_2 650, o21ai_0 260, xnor2_1 180, o21ai_0 80
path summary, 6_finish.rpt:
| path | startpoint | endpoint | slack, ps | cells past startpoint |
|---|---|---|---|---|
| max | regA_out[4] | Resto[25] | 24290 | 21 |
| min | hi_entrance[18] | hi_entrance[18] | 450 | 2 |
| max reg2reg | Resto[2] | Resto[48] | 33570 | 16 |
| min reg2reg | hi_entrance[18] | hi_entrance[18] | 450 | 2 |
layout by cell type, fill, tap and decap left out, types with 38 or more instances in the layout:
master	synthesis	final
inv_1	51	51
a21o_1	49	49
nand4_1	41	41
xor2_1	74	74
xnor2_1	120	120
ha_1	59	59
nand2_1	361	361
nand3_1	64	64
o21ai_0	202	202
nor2_1	129	127
dfxtp_1	258	258
and2_1	38	38
clkdlybuf4s50_1	0	129
a21oi_1	154	154
cell type report:
type	instances	area share
Multi-Input combinational cell	1772	0.558
Antenna cell	1	0.000126
Clock buffer	44	0.0440
Timing Repair Buffer	156	0.0758
Inverter	52	0.00983
Tap cell	748	0.0472
Clock inverter	9	0.00441
Sequential cell	258	0.260
where the power goes:
| group | switching [mW] | total, mW | internal [mW] |
|---|---|---|---|
| sequential | 0.00397 | 0.281 | 0.277 |
| combinational | 0.0894 | 0.144 | 0.0546 |
| clock | 0.116 | 0.280 | 0.164 |
Power figures rest on the tool's default switching activity, not on a simulated workload.
